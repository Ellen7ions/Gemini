**flow/config.mk**
```make
export PLATFORM = sky130hd
export DESIGN_NAME = regfile
export DESIGN_NICKNAME = regfile
export VERILOG_FILES = /design/flow/design.v
export SDC_FILE = /design/flow/constraint.sdc
export NUM_CORES = 4
export LEC_CHECK = 1
export CORE_UTILIZATION = 40
```
**flow/constraint.sdc**
```tcl
current_design regfile

set clk_period 29.7
set clk_io_pct 0.2

create_clock -name clk0 -period $clk_period [get_ports {clk}]

set non_clock_inputs [all_inputs -no_clocks]
set_input_delay [expr $clk_period * $clk_io_pct] -clock clk0 $non_clock_inputs
set_output_delay [expr $clk_period * $clk_io_pct] -clock clk0 [all_outputs]
```
**flow/design.v**
```verilog
`timescale 1ns / 1ps   
module regfile (
    input   wire        clk,
    input   wire        rst,
    input   wire [4 :0] r_addr_1,
    output  reg  [31:0] r_data_1,
    input   wire [4 :0] r_addr_2,
    output  reg  [31:0] r_data_2,
    input   wire [4 :0] r_addr_3,
    output  reg  [31:0] r_data_3,
    input   wire [4 :0] r_addr_4,
    output  reg  [31:0] r_data_4,
    input   wire        w_ena_1,
    input   wire [4 :0] w_addr_1,
    input   wire [31:0] w_data_1,
    input   wire        w_ena_2,
    input   wire [4 :0] w_addr_2,
    input   wire [31:0] w_data_2
);
    reg [31:0] rf[31:0];
    integer i;
    initial begin
        for (i = 0; i < 32; i = i + 1) begin
            rf[i] = 32'h0;
        end
    end
    always @(posedge clk) begin
        case ({w_ena_1, w_ena_2})
        2'b11: begin
            if (w_addr_1 == w_addr_2) begin
                if (w_addr_1 != 32'h0) begin
                    rf[w_addr_2] <= w_data_2;
                end
            end else begin
                if (w_addr_1 != 32'h0) begin
                    rf[w_addr_1] <= w_data_1;
                end
                if (w_addr_2 != 32'h0) begin
                    rf[w_addr_2] <= w_data_2;
                end
            end
        end
        2'b10: begin
            if (w_addr_1 != 32'h0) begin
                rf[w_addr_1]    <= w_data_1;
            end
        end
        2'b01: begin
            if (w_addr_2 != 32'h0) begin
                rf[w_addr_2]    <= w_data_2;
            end
        end
        default: begin
        end
        endcase
    end
    always @(*) begin
        if (r_addr_1 == 32'h0) begin
            r_data_1 = 32'h0;
        end else if (w_ena_1 & w_ena_2 & (w_addr_1 == w_addr_2)) begin
            if (r_addr_1 == w_addr_1) begin
                r_data_1 = w_data_2;
            end else begin
                r_data_1 = rf[r_addr_1];
            end
        end else if (w_ena_1 & w_ena_2 & (w_addr_1 != w_addr_2)) begin
            if (r_addr_1 == w_addr_1) begin
                r_data_1 = w_data_1;
            end else if (r_addr_1 == w_addr_2) begin
                r_data_1 = w_data_2;
            end else begin
                r_data_1 = rf[r_addr_1];
            end
        end else if ( w_ena_1 & !w_ena_2) begin
            if (r_addr_1 == w_addr_1) begin
                r_data_1 = w_data_1;
            end else begin
                r_data_1 = rf[r_addr_1];
            end
        end else if (!w_ena_1 &  w_ena_2) begin
            if (r_addr_1 == w_addr_2) begin
                r_data_1 = w_data_2;
            end else begin
                r_data_1 = rf[r_addr_1];
            end
        end else begin
            r_data_1 = rf[r_addr_1];
        end
        if (r_addr_2 == 32'h0) begin
            r_data_2 = 32'h0;
        end else if (w_ena_1 & w_ena_2 & (w_addr_1 == w_addr_2)) begin
            if (r_addr_2 == w_addr_1) begin
                r_data_2 = w_data_2;
            end else begin
                r_data_2 = rf[r_addr_2];
            end
        end else if (w_ena_1 & w_ena_2 & (w_addr_1 != w_addr_2)) begin
            if (r_addr_2 == w_addr_1) begin
                r_data_2 = w_data_1;
            end else if (r_addr_2 == w_addr_2) begin
                r_data_2 = w_data_2;
            end else begin
                r_data_2 = rf[r_addr_2];
            end
        end else if ( w_ena_1 & !w_ena_2) begin
            if (r_addr_2 == w_addr_1) begin
                r_data_2 = w_data_1;
            end else begin
                r_data_2 = rf[r_addr_2];
            end
        end else if (!w_ena_1 &  w_ena_2) begin
            if (r_addr_2 == w_addr_2) begin
                r_data_2 = w_data_2;
            end else begin
                r_data_2 = rf[r_addr_2];
            end
        end else begin
            r_data_2 = rf[r_addr_2];
        end
        if (r_addr_3 == 32'h0) begin
            r_data_3 = 32'h0;
        end else if (w_ena_1 & w_ena_2 & (w_addr_1 == w_addr_2)) begin
            if (r_addr_3 == w_addr_1) begin
                r_data_3 = w_data_2;
            end else begin
                r_data_3 = rf[r_addr_3];
            end
        end else if (w_ena_1 & w_ena_2 & (w_addr_1 != w_addr_2)) begin
            if (r_addr_3 == w_addr_1) begin
                r_data_3 = w_data_1;
            end else if (r_addr_3 == w_addr_2) begin
                r_data_3 = w_data_2;
            end else begin
                r_data_3 = rf[r_addr_3];
            end
        end else if ( w_ena_1 & !w_ena_2) begin
            if (r_addr_3 == w_addr_1) begin
                r_data_3 = w_data_1;
            end else begin
                r_data_3 = rf[r_addr_3];
            end
        end else if (!w_ena_1 &  w_ena_2) begin
            if (r_addr_3 == w_addr_2) begin
                r_data_3 = w_data_2;
            end else begin
                r_data_3 = rf[r_addr_3];
            end
        end else begin
            r_data_3 = rf[r_addr_3];
        end
        if (r_addr_4 == 32'h0) begin
            r_data_4 = 32'h0;
        end else if (w_ena_1 & w_ena_2 & (w_addr_1 == w_addr_2)) begin
            if (r_addr_4 == w_addr_1) begin
                r_data_4 = w_data_2;
            end else begin
                r_data_4 = rf[r_addr_4];
            end
        end else if (w_ena_1 & w_ena_2 & (w_addr_1 != w_addr_2)) begin
            if (r_addr_4 == w_addr_1) begin
                r_data_4 = w_data_1;
            end else if (r_addr_4 == w_addr_2) begin
                r_data_4 = w_data_2;
            end else begin
                r_data_4 = rf[r_addr_4];
            end
        end else if ( w_ena_1 & !w_ena_2) begin
            if (r_addr_4 == w_addr_1) begin
                r_data_4 = w_data_1;
            end else begin
                r_data_4 = rf[r_addr_4];
            end
        end else if (!w_ena_1 &  w_ena_2) begin
            if (r_addr_4 == w_addr_2) begin
                r_data_4 = w_data_2;
            end else begin
                r_data_4 = rf[r_addr_4];
            end
        end else begin
            r_data_4 = rf[r_addr_4];
        end
    end
endmodule
```
**flow/run.sh**
```bash
#!/bin/bash
# OpenROAD 26Q1-2900-gdf79404cd8, Yosys 0.63+post, stock flow scripts
make -C /OpenROAD-flow-scripts/flow DESIGN_CONFIG=/design/flow/config.mk WORK_HOME=/design/flow/orfs finish
```
==> flow_summary.ini <==
; synthesis and place-and-route metrics
[pwr]
leakage_nw = 30.4
vdd.ir_drop.worst_v = 0.0000530
p_per_area_mw_per_mm2 = 43.9

[setup_path]
critPathLaunchType = primary input
critPathBufInv = 4
required_ns = 23.76
cp.depth = 11
worstPathMaxFanout = 32
cp.arrival_ns = 11.22
end_kind = output port
cp_cell_sequence = clkdlybuf4s50_1 -> xnor2_1 -> nand3_1 -> nor3_4 -> buf_4 -> nor2b_4 -> buf_4 -> a221o_1 -> a21oi_1 -> nor3_1 -> clkdlybuf4s50_1
path_class = in2out
slowest_stage = nor3_4
max_stage_delay_ns = 0.88
crit_family = buffers and inverters

[clock_network]
tritoncts = done
post_cts.repair.setup_buffers = 0
clkTransAtPathRegs_ns = 0.06
post_cts_resized = 0
cts_buffers = 117
cts_sinks = 1024
cts_root_buffer = clkbuf_16
htreeDepth = 3
cts_buffer_depth = 3
hold_buffers = 0

[floorplan]
die_w_um = 462
fp.dieH_um = 462
fp-utilization_pct = 40.3
die_area_mm2 = 0.213
coreArea_mm2 = 0.210
ios = 226
rows = 168

[route]
firstDrtPassIters = 13
wl_mm = 418
vias_per_cell = 7.38
wl_per_cell_um = 41.7
final_antenna_net_count = 0
first_iter_violations = 8221
drc = 0
num_vias = 73918

[layout]
largestRegisters = rf (1024)
final_area_mm2 = 0.0938
drive_gt1_share_pct = 31.5
flop_area_mm2 = 0.0307
synthToLayoutAreaGrowth_pct = 10.9
largest_reg_flops = 1024
n_fill_cell = 18810
regMostFlops = rf
area.combinational_mm2 = 0.0505

[sta]
hold_viol = 0
tns_ns = 0
tightest_slew_ns = 1.10
final_max_slew_viol_count = 0
finalSetupViolations = 0
fin_crit_sh_pct = 57.8
fmax_ghz = 0.0583
fin_crit_ns = 17.16
maxSlewHeadroom_pct = 26.1
grt_setup_unrepaired = no

[grt]
use_met1_pct = 42.4
grtUsageTotal_pct = 41.3
grt_start_max_net_pins = 67
busiest_layer = met2
first_global_vias = 73468
use_met3_pct = 35.4
grt_pass1_wl_mm = 571
antenna_found_initial = 22
use_met2_pct = 53.1
gr-total-overflow = 0

[synthesis]
synth-async-reset-ratio_pct = 0
avgSynthCellArea_um2 = 11.4
ys_seq_share_pct = 36.3
synth_area_mm2 = 0.0846
topCellsByArea = edfxtp_1 (36%), mux4_2 (15%), mux2_2 (13%), mux2i_1 (4.6%), a211oi_1 (4.4%)
top_area_cell = edfxtp_1
top_cell = edfxtp_1
synth_warnings = 1
syn_inst = 7413
numSynthFlops = 1024
edf_count = 1024
synth-area-yosys_mm2 = 0.0846
ys_types = 66
ff_type = edfxtp_1
ys_cells = 7413
common_cells = edfxtp_1 (1024), mux2_2 (969), clkbuf_1 (758)
yosysTopAreaCellShare_pct = 36.3

[placed_design]
place_hpwl_mm = 250
io_buffers = 224
gp_congestion = 1.05
place_area_mm2 = 0.0899

[outcome]
outcome = finished clean

[flow_run]
warnings = 27
drv_cap = 0

[hold_path]
hold_class = in2reg
hold_depth = 2
==> per-layer routing <==
layer	up-vias	wire length (um)	part of all wire, %
met2	7347	165000	40
li1	29138	-	-
met3	2105	87600	21
met5	-	2510	0.60
met1	35248	122000	29
met4	80	40200	9.6
==> per-stage QoR <==
stage          power [mW]  util (%)  hold slack (ns)  setup WS (ns)  std cells
6_report             4.12      44.7             5.99          12.54      10019
5_1_grt              4.20      44.7             6.01          12.55      10007
4_1_cts              4.08      44.7             5.97          12.87       9996
3_5_place_dp         2.58      42.8             6.82          12.89       9782
3_3_place_gp         2.57      42.8             6.82          12.91       9782
2_1_floorplan        2.21         -             6.35          15.90       7444
==> layout make-up <==
type / count / area share, %
Multi-Input combinational cell: 5342 / 53.8
Sequential cell: 1024 / 32.8
Timing Repair Buffer: 605 / 5.50
Tap cell: 2805 / 3.74
Clock buffer: 130 / 3.17
Clock inverter: 84 / 0.951
Antenna cell: 23 / 0.0613
Inverter: 6 / 0.0267
==> placed cells by master (no fill, tap or decap), types with 102 or more instances in the layout <==
| cell | Yosys | final |
|---|---|---|
| nor2_1 | 195 | 170 |
| mux4_2 | 580 | 580 |
| a211oi_1 | 492 | 492 |
| a21oi_1 | 680 | 679 |
| clkdlybuf4s50_1 | 0 | 213 |
| nand2_1 | 153 | 128 |
| nand4_1 | 102 | 102 |
| mux2_2 | 969 | 969 |
| clkbuf_16 | 0 | 117 |
| o221ai_1 | 124 | 124 |
| buf_4 | 36 | 382 |
| nor2b_1 | 444 | 433 |
| nand3_1 | 195 | 195 |
| a22oi_1 | 255 | 255 |
| nor3_1 | 135 | 130 |
| edfxtp_1 | 1024 | 1024 |
| mux2i_1 | 393 | 393 |
==> cell families (layout without fill, tap and decap cells) <==
family	after synthesis	in the layout	share of synthesized area [%]
flip-flops	1024	1024	36.3
AND-OR/OR-AND	1901	1901	15.2
AND/OR/NAND/NOR	1330	1330	8.45
other	1	55	0.00443
buffers and inverters	1078	825	5.37
multiplexers	2034	2034	34.2
XOR/XNOR	45	45	0.466
==> worst paths after layout <==
path	start	to	slack (ns)
setup / recovery	w_addr_2[4]	r_data_2[13]	12.54
hold / removal	w_data_2[27]	rf[0][27]	5.99
==> power breakdown <==
part / switching, mW / internal [mW] / leakage (nW)
clock: 0.667 / 0.856 / 1.88
combinational: 0.571 / 0.362 / 19.3
sequential: 0.0300 / 1.63 / 9.27
total: 1.27 / 2.85 / 30.4
Power and IR drop assume default switching activity.
