`config.mk`:
```
export PLATFORM = sky130hd
export DESIGN_NAME = i_fifo
export DESIGN_NICKNAME = i_fifo
export VERILOG_FILES = /design/flow/design.v
export SDC_FILE = /design/flow/constraint.sdc
export NUM_CORES = 4
export LEC_CHECK = 1
export CORE_UTILIZATION = 50
```
`run.sh`:
```
#!/bin/bash
# OpenROAD 26Q1-2900-gdf79404cd8, Yosys 0.63+post, stock flow scripts
make -C /OpenROAD-flow-scripts/flow DESIGN_CONFIG=/design/flow/config.mk WORK_HOME=/design/flow/orfs finish
```
`constraint.sdc`:
```
current_design i_fifo

set clk_period 37.7
set clk_io_pct 0.2

create_clock -name clk0 -period $clk_period [get_ports {clk}]

set non_clock_inputs [all_inputs -no_clocks]
set_input_delay [expr $clk_period * $clk_io_pct] -clock clk0 $non_clock_inputs
set_output_delay [expr $clk_period * $clk_io_pct] -clock clk0 [all_outputs]
```
`design.v`:
```
`timescale 1ns / 1ps
module i_fifo (
    input   wire        clk,
    input   wire        rst,
    input   wire        flush,
    input   wire        p_data_1,
    input   wire        p_data_2,
    output  wire [98:0] r_data_1,
    output  wire [98:0] r_data_2,
    output  wire        r_data_1_ok,
    output  wire        r_data_2_ok,
    output  wire        fifo_stall_req,
    input   wire        w_ena_1,
    input   wire        w_ena_2,
    input   wire [98:0] w_data_1,
    input   wire [98:0] w_data_2
);
    localparam SIZE         = 8;
    localparam INDEX        = $clog2(SIZE);
    localparam [1:0] NORMAL = 2'b00;
    localparam [1:0] WAIT_1 = 2'b01;
    localparam [1:0] WAIT_2 = 2'b10;
    reg  [1:0]  cstate;
    reg  [98:0] wait_reg_1, wait_reg_2;
    reg  [98:0] queue[SIZE-1:0];
    reg  [INDEX:0] w_ptr, r_ptr;
    wire [INDEX:0] wptr_plus_one;
    wire [INDEX:0] rptr_plus_one;
    wire left_one, full, empty;
    assign full         = (w_ptr[INDEX] ^ r_ptr[INDEX]) & (w_ptr[INDEX-1:0] == r_ptr[INDEX-1:0]);
    assign empty        = (r_ptr == w_ptr);
    assign wptr_plus_one= (w_ptr + 4'h1);
    assign rptr_plus_one= (r_ptr + 4'h1);
    assign left_one     = (wptr_plus_one[INDEX] ^ r_ptr[INDEX]) & (wptr_plus_one[INDEX-1:0] == r_ptr[INDEX-1:0]);
    assign r_data_1_ok  = ~empty & ~flush;
    assign r_data_2_ok  = ~empty & (r_ptr + 4'h1 != w_ptr) & ~flush;
    assign fifo_stall_req = 
            (full | left_one) & ~flush;
    assign r_data_1     = queue[r_ptr           [INDEX-1:0]];
    assign r_data_2     = queue[rptr_plus_one   [INDEX-1:0]];
    always @(posedge clk) begin
        if (rst || flush) begin
            w_ptr           <= {INDEX{1'b0}};
            r_ptr           <= {INDEX{1'b0}};
            cstate          <= NORMAL;
            wait_reg_1      <= 66'h0;
            wait_reg_2      <= 66'h0;
        end else begin
            case({p_data_1, p_data_2})
            2'b10: begin
                if (r_data_1_ok) 
                    r_ptr       <= r_ptr + 5'h1;
            end
            2'b11: begin
                if (r_data_1_ok & r_data_2_ok)
                    r_ptr       <= r_ptr + 5'h2;
            end
            default: begin
                r_ptr       <= r_ptr;
            end
            endcase
            case(cstate)
            NORMAL: begin
                if          (full       &&  w_ena_1 &&  w_ena_2) begin
                    cstate      <= WAIT_2;
                    wait_reg_1  <= w_data_1;
                    wait_reg_2  <= w_data_2;
                end else if (full       &&  w_ena_1 && !w_ena_2) begin
                    cstate  <= WAIT_1;
                    wait_reg_1  <= w_data_1;
                end else if (left_one   &&  w_ena_1 &&  w_ena_2) begin
                    cstate  <= WAIT_1;
                    queue[w_ptr[INDEX-1:0]] <= w_data_1;
                    w_ptr   <= w_ptr + 5'h1;
                    wait_reg_1  <= w_data_2;
                end else if (!full      &&  w_ena_1 &&  w_ena_2) begin
                    cstate  <= NORMAL;
                    queue[w_ptr[INDEX-1:0]          ] <= w_data_1;
                    queue[wptr_plus_one[INDEX-1:0]  ] <= w_data_2;
                    w_ptr   <= w_ptr + 5'h2;
                end else if (!full      &&  w_ena_1 && !w_ena_2) begin
                    cstate  <= NORMAL;
                    queue[w_ptr[INDEX-1:0]          ] <= w_data_1;
                    w_ptr   <= w_ptr + 5'h1;
                end else begin
                    cstate  <= NORMAL;
                end
            end
            WAIT_1:   begin
                if (!full) begin
                    cstate                  <= NORMAL;
                    queue[w_ptr[INDEX-1:0]] <= wait_reg_1;
                    w_ptr                   <= w_ptr + 5'h1;
                end else begin  
                    cstate                  <= WAIT_1;
                end
            end
            WAIT_2:   begin
                if (left_one) begin
                    cstate                  <= WAIT_1;
                    queue[w_ptr[INDEX-1:0]] <= wait_reg_1;
                    wait_reg_1              <= wait_reg_2;
                    w_ptr                   <= w_ptr + 5'h1;
                end if (!full) begin
                    cstate                  <= NORMAL;
                    queue[w_ptr[INDEX-1:0]]         <= wait_reg_1;
                    queue[wptr_plus_one[INDEX-1:0]] <= wait_reg_2;
                    w_ptr                           <= w_ptr + 5'h2;
                end else begin  
                    cstate              <= WAIT_2;
                end
            end
            default: begin
                cstate  <= NORMAL;
            end
            endcase
        end
    end
endmodule
```
==> summary.txt <==
Quick summary of the implementation run below.

The run finished with clean final reports. The worst setup skew after layout came out at 0.0230 ns. The final count of hold timing violations came out at 0. The TritonCTS buffer count is 112.

The width of the chip came out at 340 µm. TritonCTS built the clock tree. The first global-routing pass estimated 274,000 µm of wire. The dominant register cell is edfxtp_1. The via count is 41,800. The critical-path maximum fanout is 4. The slowest stage cell on the critical path is clkdlybuf4s50_1.

The detailed router used layers up to and including met5. Listed in order, past its start point the critical path passes clkdlybuf4s50_1 -> a41oi_1 -> o21a_1 -> clkdlybuf4s50_1. The number of endpoints failing setup at the final stage came out at 0.

For this run, design rule violations remaining after detail routing come to 0. The met3 wire length came out at 27,700 µm. The final design instance area without fill came out at 0.0662 mm². In this run the remaining antenna-violating nets after routing total 0. The report lists the power per cell area as 38.2 mW/mm². The nature of the critical path endpoint is an output pin. The remaining global-route overflow came out at 0. The post-synthesis instance area came out at 0.0570 mm². The count of buffer and inverter cells on the critical path came out at 2.

The worst slack on hold paths is 0.478 ns. The share of the core filled by cells before placement is 50.6%. The detailed router's first-iteration violation count is 2,972. The chip footprint came out at 0.115 mm². By startpoint and endpoint, the worst setup path is classified as primary input to output pin. The accumulated negative setup slack is 0 ns. In the Yosys report the total cell count is 4,832. The report counts max-capacitance violations totalling 0.

Data on the critical path is required at its endpoint by 30.16 ns. The number of standard-cell rows in the floorplan is 123. Looking at the clock tree report, the H-tree level count equals 3.

The data arrival time at the worst-slack endpoint is 9.05 ns. The clock latency on the worst-skew pair is 0.71 ns. STA classifies the critical path startpoint as a primary input.

In this run the clock root is driven by a clkbuf_16. The sum of met2 wire segment lengths after detailed routing came out at 88,800 µm. Setup repair after global routing left no endpoint under its margin. The largest net degree at the start of global routing is 110. Checking max transition, the worst relative margin is 41.5%. The number of antenna violations at the first check in global routing came out at 16. The half-perimeter wire length of the detailed placement result is 106,000 µm. The count of clock tree sinks came out at 1,004. After synthesis, the chip area reported by Yosys is 0.0570 mm². The count of tool warnings is 39. The post-synth count of flops with an enable pin is 792. The instance tally after logic synthesis is 4,832. The via count of the first global-routing pass is 42,200. Power comes to 2530 µW. The met1 wire length came out at 66,100 µm.

The die is 340 µm tall. Counting only logic cells after layout, the most numerous master is a21oi_1. The minimum clock period after layout came out at 16.59 ns.

Pins over their slew limit in the final report were tallied at 0. During I/O placement, the number of pins put on the boundary was 406. Based on the critical path, the design can be clocked at up to 60.3 MHz. The static leakage power is 0.0225 µW. Ranking logic cells in the layout by count gives the top entries a21oi_1, nor2_1, edfxtp_1, clkdlybuf4s50_1. The total global routing track utilization is 35.5%. The final weighted congestion in routability-driven placement is 0.862. Input and output buffers added on the ports amount to 405. The final wirelength came out at 188,000 µm.

Per Yosys stat, the portion of area used by sequential elements is 49.1%. The number of inserted filler cells in the final layout came out at 8,782. Compared with the post-synthesis result, the final layout area differs by 16.0%.

The post-CTS hold buffer count recorded in the log is 0. The ratio of routed vias to standard cells is 6.29. The post-CTS setup buffer count is 0.

The count of instances resized after the clock tree is built is 0. The most repeated library cell on the critical path is clkdlybuf4s50_1. Broken down by cell family, the worst path's largest delay share belongs to buffers and inverters. The clock-pin slew on the worst setup and hold paths is 0.06 ns. The type recorded for the worst min-delay path is register to register. The detailed-router iteration count before antenna repair came out at 8.

According to the floorplan report, the placeable core area is 0.113 mm². The largest single stage delay on the critical path is 0.49 ns. The post-placement cell area is 0.0623 mm². The proportion of register bits with asynchronous set or reset after synthesis is 0%. The final period utilization is 44.0%.

The yosys warning tally is 1. The mean area per synthesized cell came out at 11.8 µm². The post-synthesis cell type count is 52. The worst voltage drop across the vdd grid is 0.0000359 V. The longest clock path from root to sink contains 3 buffers. The measured slew at the worst slew-check pin came out at 0.878 ns. The fraction of final layout cells sized beyond drive strength 1 is 21.7%. The average routed wire per standard cell is 28.3 µm. The number of flip-flops and latches in the synthesized netlist is 1,004.
## metrics by stage
stage / util, % / std cells / worst slack [ns]
detailed placement: 55.3 / 6417 / 21.13
finish: 58.7 / 6639 / 21.11
CTS: 58.7 / 6630 / 21.12
global route: 58.7 / 6639 / 21.04
global placement: 55.3 / 6417 / 21.18
floorplan: - / 4832 / 22.28
## flip-flops by register name (all words and copies together) (netlist names), named ones only
register    flops
w_ptr           4
queue         792
r_ptr           4
cstate          3
wait_reg_2     99
wait_reg_1     99
## kinds of logic after synthesis
| family | after synthesis | synth area share [%] |
|---|---|---|
| AND/OR/NAND/NOR | 1152 | 7.68 |
| AND-OR/OR-AND | 1131 | 10.8 |
| multiplexers | 1090 | 28.7 |
| flip-flops | 1004 | 49.1 |
| buffers and inverters | 431 | 3.23 |
| XOR/XNOR | 17 | 0.349 |
| adder cells (fa/ha/maj) | 7 | 0.154 |
## power by group
group	switching, µW	internal, µW
clock network	463	676
logic	94.4	85.1
registers	3.91	1200
## Yosys cell counts (all sizes together), types with 4 or more instances
cell type,instances,area [µm²]
a211oi,4,30.0
clkbuf,201,754
a21oi,899,4500
mux2,396,4460
xor2,7,61.3
o21ai,103,515
nand2,321,1200
a31o,4,35.0
nand3,7,35.0
xnor2,7,68.8
mux2i,298,2980
buf,226,1070
inv,4,15.0
edfxtp,792,23800
mux4,396,8920
a22o,99,867
dfxtp,212,4240
nor2,808,3030
ha,7,87.6
## path summary, 6_finish.rpt
check / start / end / slack [ns] / depth (start not counted)
max: flush / r_data_2_ok / 21.11 / 4
min: wait_reg_2[41]$_SDFFE_PN0P_ / wait_reg_2[41]$_SDFFE_PN0P_ / 0.48 / 2
max reg2reg: w_ptr[0]$_SDFFE_PN0P_ / queue[5][0]$_DFFE_PP_ / 32.60 / 10
min reg2reg: wait_reg_2[41]$_SDFFE_PN0P_ / wait_reg_2[41]$_SDFFE_PN0P_ / 0.48 / 2
## worst min-delay path: stages (launching register included)
cell and delay (ns):
dfxtp_1 0.32, nand2_1 0.06, a21oi_1 0.05
## final cells by class
type	instances	area (µm²)	share of cell area, %
well taps	1500	1880	2.84
clock buffers	161	3310	5.01
clock inverters	52	515	0.779
multi-input cells	3397	27400	41.4
inverters	4	15.0	0.0227
flip-flops and latches	1004	28000	42.4
repair buffers	512	5010	7.57
diodes	9	22.5	0.0340
## routing by layer
metal,vias to the layer above,track usage (%)
met5,-,0.327
met4,14,8.66
met3,346,20.1
met2,2568,52.8
met1,20100,48.0
li1,18700,-
Power is estimated from default activity; no workload was simulated.
