===== /design/flow/constraint.sdc =====
current_design dynamic_fetch

set clk_period 124.1
set clk_io_pct 0.2

create_clock -name clk0 -period $clk_period [get_ports {clk}]

set non_clock_inputs [all_inputs -no_clocks]
set_input_delay [expr $clk_period * $clk_io_pct] -clock clk0 $non_clock_inputs
set_output_delay [expr $clk_period * $clk_io_pct] -clock clk0 [all_outputs]

===== /design/flow/design.v =====
`timescale 1ns / 1ps
module branch_predictor #(
    parameter BHT_LINE = 256,
    parameter BHT_SIZE = 8,
    parameter PHT_LINE = 256
) (
    input   wire        clk,
    input   wire        rst,
    input   wire        ex_stall,
    input   wire [31:0] pc,
    input   wire [31:0] pc_plus4,
    input   wire [31:0] ex_pc,
    input   wire        ex_is_jmp,
    input   wire        ex_act_taken,
    input   wire [31:0] ex_act_target,
    input   wire        ex_pred_taken,
    input   wire [31:0] ex_pred_target,
    output  wire        pred_taken_1,
    output  wire [31:0] pred_target_1,
    output  wire        pred_taken_2,
    output  wire [31:0] pred_target_2
);
    localparam [1:0] SNT = 2'b00;
    localparam [1:0] WNT = 2'b01;
    localparam [1:0] WT  = 2'b10;
    localparam [1:0] ST  = 2'b11;
    reg [        1 :0]          pht[PHT_LINE-1:0];
    reg [PHT_LINE-1:0]          valid;
    reg [        31:0]          target[PHT_LINE-1:0];
    reg [        21:0]          tag[PHT_LINE-1:0];
    integer i;
    initial begin
        for (i = 0; i < PHT_LINE; i = i + 1) begin
            pht[i]      = 2'h0;
            target[i]   = 32'h0;
            tag[i]      = 22'h0;
        end
    end
    wire [$clog2(PHT_LINE)-1:0] index_1;
    wire [                21:0] tag_1;
    wire [$clog2(PHT_LINE)-1:0] index_2;
    wire [                21:0] tag_2;
    wire                        hit_1;
    wire                        hit_2;
    wire [1                 :0] pht_val_1;
    wire [1                 :0] pht_val_2;
    wire [$clog2(PHT_LINE)-1:0] ex_index;
    wire [1                 :0] ex_pht_val;
    assign index_1  = pc[9:2];
    assign tag_1    = pc[31:10];
    assign index_2  = pc_plus4[9:2];
    assign tag_2    = pc[31:10];
    assign hit_1    = valid[index_1] & (tag[index_1] == tag_1);
    assign hit_2    = valid[index_2] & (tag[index_2] == tag_2);
    assign pht_val_1        = pht[index_1];
    assign pht_val_2        = pht[index_2];
    assign pred_taken_1     = pht_val_1[1] & hit_1;
    assign pred_taken_2     = pht_val_2[1] & hit_2;
    assign pred_target_1    = target[index_1]; 
    assign pred_target_2    = target[index_2];
    assign ex_index    = ex_pc[9:2];
    assign ex_pht_val  = pht[ex_index];
    always @(posedge clk) begin
        if (rst) begin
            valid   <= {PHT_LINE{1'b0}};
        end else if (ex_is_jmp & ex_act_taken) begin
            valid   [ex_index]  <= 1'b1;
            tag     [ex_index]  <= ex_pc[31:10];
            target  [ex_index]  <= ex_act_target;
        end
    end
    always @(posedge clk ) begin
        if (rst) begin
        end else if (~ex_stall) begin
            case (ex_pht_val)
            SNT : begin
                if (ex_act_taken)
                    pht[ex_index]   <= WNT;
            end
            WNT : begin
                if (ex_act_taken)
                    pht[ex_index]   <= WT;
                else
                    pht[ex_index]   <= SNT;
            end
            WT  : begin
                if (ex_act_taken)
                    pht[ex_index]   <= ST;
                else
                    pht[ex_index]   <= WNT;
            end
            ST  : begin
                if (~ex_act_taken)
                    pht[ex_index]   <= WT;
            end
            default: begin
            end 
            endcase
        end
    end
endmodule
`timescale 1ns / 1ps
module dynamic_fetch (
    input   wire        clk,
    input   wire        rst,
    input   wire        stall,
    input   wire        flush,
    input   wire        ex_stall,
    input   wire [31:0] ex_pc,
    input   wire        ex_is_jmp,
    input   wire        ex_act_taken,
    input   wire [31:0] ex_act_target,
    input   wire        ex_pred_taken,
    input   wire [31:0] ex_pred_target,
    input   wire        fifo_stall,
    input   wire        i_cache_stall,
    input   wire        flush_req,
    input   wire        pc_valid,
    input   wire [31:0] pc,
    input   wire [31:0] pc_plus4,
    input   wire [31:0] inst_1,
    input   wire        inst_ok_1,
    input   wire [31:0] inst_2,
    input   wire        inst_ok_2,
    output  reg         flush_pc_reg,
    output  reg         fetch_ena,
    output  reg  [31:0] fetch_target,
    output  wire        pred_taken_1,
    output  wire [31:0] pred_target_1,
    output  wire        pred_taken_2,
    output  wire [31:0] pred_target_2,
    output  wire        w_fifo_en_1,
    output  wire        w_fifo_en_2
);
    reg [31:0] jmp_total_counter;
    reg [31:0] jmp_flush_counter;
    always @(posedge clk) begin
    if (rst) begin
        jmp_total_counter <= 32'h0;
        jmp_flush_counter <= 32'h0;
    end else if (~ex_stall) begin
        if (ex_is_jmp) begin
            jmp_total_counter <= jmp_total_counter + 32'h1;
        end
        if (flush_req) begin
            jmp_flush_counter <= jmp_flush_counter + 32'h1;
        end
    end
    end
    localparam NORMAL_STATE = 0;
    localparam FETCH_DS     = 1;
    localparam FETCH_TARGET = 2;
    reg [1:0] cur_state;
    reg [1:0] next_state;
    wire inst_is_jmp_1 = 
        (!(inst_1[31:26]    ^ 6'b000_100      ))   |
        (!(inst_1[31:26]    ^ 6'b010_100     ))   |
        (!(inst_1[31:26]    ^ 6'b000_101      ))   |
        (!(inst_1[31:26]    ^ 6'b000_001   ))   |
        (!(inst_1[31:26]    ^ 6'b000_111     ))   |
        (!(inst_1[31:26]    ^ 6'b000_110     ))   |
        (!(inst_1[31:26]    ^ 6'b000_010        ))   |
        (!(inst_1[31:26]    ^ 6'b000_011      ))   |
        (!(inst_1[31:26]    ^ 6'b000_000  ) & (
         !(inst_1[5 : 0]    ^ 6'b001_000         )  |
         !(inst_1[5 : 0]    ^ 6'b001_001       )
        ));
    wire inst_is_jmp_2 = 
        (!(inst_2[31:26]    ^ 6'b000_100      ))   |
        (!(inst_1[31:26]    ^ 6'b010_100     ))   |
        (!(inst_2[31:26]    ^ 6'b000_101      ))   |
        (!(inst_2[31:26]    ^ 6'b000_001   ))   |
        (!(inst_2[31:26]    ^ 6'b000_111     ))   |
        (!(inst_2[31:26]    ^ 6'b000_110     ))   |
        (!(inst_2[31:26]    ^ 6'b000_010        ))   |
        (!(inst_2[31:26]    ^ 6'b000_011      ))   |
        (!(inst_2[31:26]    ^ 6'b000_000  ) & (
         !(inst_2[5 : 0]    ^ 6'b001_000         )  |
         !(inst_2[5 : 0]    ^ 6'b001_001       )
        ));
    wire predictor_pred_taken_1, predictor_pred_taken_2;
    branch_predictor predictor0 (
        .clk            (clk            ),
        .rst            (rst            ),
        .ex_stall       (ex_stall       ),
        .pc             (pc             ),
        .pc_plus4       (pc_plus4       ),
        .ex_pc          (ex_pc          ),
        .ex_is_jmp      (ex_is_jmp      ),
        .ex_act_taken   (ex_act_taken   ),
        .ex_act_target  (ex_act_target  ),
        .ex_pred_taken  (ex_pred_taken  ),
        .ex_pred_target (ex_pred_target ),
        .pred_taken_1   (predictor_pred_taken_1   ),
        .pred_target_1  (pred_target_1  ),
        .pred_taken_2   (predictor_pred_taken_2   ),
        .pred_target_2  (pred_target_2  )
    );
    wire pred_dir_1;
    wire pred_dir_2;
    assign pred_dir_1 = predictor_pred_taken_1 & inst_is_jmp_1 & inst_ok_1;
    assign pred_dir_2 = predictor_pred_taken_2 & inst_is_jmp_2 & inst_ok_2;
    assign pred_taken_1 = pred_dir_1;
    assign pred_taken_2 = pred_dir_2;
    always @(posedge clk) begin
        if (rst | flush) begin
            cur_state   <= NORMAL_STATE;
        end else if (~stall) begin
            cur_state   <= next_state;
        end
    end
    reg only_ds;
    assign w_fifo_en_1 = inst_ok_1 & ~fifo_stall & ~i_cache_stall & pc_valid;
    assign w_fifo_en_2 = inst_ok_2 & ~fifo_stall & ~i_cache_stall & pc_valid & ~only_ds;
    reg [31:0] _target;
    reg [31:0] target_reg;
    always @(posedge clk) begin
        if (rst) begin
            target_reg <= 32'h0;
        end else if (~stall & (next_state == FETCH_DS)) begin
            target_reg <= _target;
        end
    end
    always @(*) begin
        flush_pc_reg    = 1'b0;
        fetch_ena       = 1'b0;
        fetch_target    = 32'h0;
        _target         = 32'h0;
        only_ds         = 1'b0;
        next_state      = NORMAL_STATE;
        case (cur_state)
        NORMAL_STATE: begin
            if (flush_req) begin
                next_state  = NORMAL_STATE;
                fetch_ena   = 1'b1;
                fetch_target= ex_act_taken ? ex_act_target : ex_pc + 32'h8;
                flush_pc_reg= 1'b1;
            end else if (pred_dir_1 & inst_ok_2) begin
                next_state  = NORMAL_STATE;
                fetch_ena   = 1'b1;
                fetch_target= pred_target_1;
                flush_pc_reg= 1'b1;
            end else if (pred_dir_1) begin
                next_state  = FETCH_DS;
                fetch_ena   = 1'b1;
                fetch_target= pc_plus4;
                flush_pc_reg= 1'b1;
                _target     = pred_target_1;
            end else if (pred_dir_2) begin
                next_state  = FETCH_DS;
                fetch_ena   = 1'b1;
                fetch_target= pc + 32'h8;
                flush_pc_reg= 1'b1;
                _target     = pred_target_2;
            end else begin
                next_state  = NORMAL_STATE; 
            end
        end
        FETCH_DS: begin
            if (flush_req) begin
                next_state  = NORMAL_STATE;
                fetch_ena   = 1'b1;
                fetch_target= ex_act_taken ? ex_act_target : ex_pc + 32'h8;
                flush_pc_reg= 1'b1;
            end else begin
                next_state  = FETCH_TARGET;
                fetch_ena   = 1'b1;
                fetch_target= target_reg;
            end
        end
        FETCH_TARGET: begin
            if (flush_req) begin
                next_state  = NORMAL_STATE;
                fetch_ena   = 1'b1;
                fetch_target= ex_act_taken ? ex_act_target : ex_pc + 32'h8;
                flush_pc_reg= 1'b1;
            end else begin
                next_state  = NORMAL_STATE;
                only_ds     = 1'b1;
            end
        end
        default: begin
        end
        endcase
    end
endmodule

===== /design/flow/run.sh =====
#!/bin/bash
# OpenROAD 26Q1-2900-gdf79404cd8, Yosys 0.63+post, stock flow scripts
make -C /OpenROAD-flow-scripts/flow DESIGN_CONFIG=/design/flow/config.mk WORK_HOME=/design/flow/orfs finish

===== /design/flow/config.mk =====
export PLATFORM = sky130hd
export DESIGN_NAME = dynamic_fetch
export DESIGN_NICKNAME = dynamic_fetch
export VERILOG_FILES = /design/flow/design.v
export SDC_FILE = /design/flow/constraint.sdc
export NUM_CORES = 4
export LEC_CHECK = 1
export CORE_UTILIZATION = 50
export SYNTH_MEMORY_MAX_BITS = 65536

==> Changelog: implementation <==
### Implementation results

* Result of the run: complete, but fails checks
* Violations in the final reports: antenna violations, max-capacitance violations, max-slew violations
* Layout overhead on the synthesized area at 13.1%
* Pin count of the biggest net entering global routing at 169
* Number of enable flip-flop cells at 14300
* Master cell of the clock root buffer: sky130_fd_sc_hd__clkbuf_16
* Overflow left after global routing at 0
* Clk ins delay skew pair at 1.43 ns
* YS warnings at 2
* Final Hold Vio Count at 0
* Detailed Place HPWL at 1910000 um
* Global-route wire length before repair at 3890000 um
* WL final at 2940000 um
* Setup TNS at 0 ns
* Detailed-route vias per instance at 7.25
* Die Y-Extent at 1170 um
* Kind of critical path: in2out
* Number of antenna violations at the first check in global routing at 468
* Fillcell total at 97700
* Initial detailed-routing violation count at 33700
* Area of the synthesized netlist per yosys stat at 680000 um2
* Setup violation total in the final timing report at 0
* Number of cells produced by synthesis at 33800
* Syn Area/Cell at 20.1 um2
* Placer congestion estimate at 1.07
* Reg-to-reg critical path startpoint: predictor0.tag[11][19]$_DFFE_PP_
* Total number of H-tree levels at 7
* Post-synthesis instance area at 680000 um2
* Number of cells traversed by the worst hold path at 2
* Relative max-transition margin at -17.8%
* Max-Cap Viols at 5
* Achievable frequency at 0.0163 GHz
* Maximum VDD drop at 13.1 uV
* Yosys top cell area share at 63.4%
* Number of cells on the worst reg-to-reg path at 15
* Slew at the pin with the worst max-slew slack at 1.77 ns
* Crit path DAT at 36.67 ns
* Total leakage power at 243 nW
* Total of hold buffers inserted after clock tree synthesis at 0
* Unrepaired setup endpoints after global routing: false
* Top cells by area: sky130_fd_sc_hd__edfxtp_1 63%, sky130_fd_sc_hd__mux4_2 25%, sky130_fd_sc_hd__mux2i_1 2.6%
* TritonCTS clock tree: yes
* Commonest Layout Cell: sky130_fd_sc_hd__edfxtp_1
* Max-slew violation count at 13
* Number of distinct standard cells referenced by the synthesized netlist at 112
* Worst r2r dst: target_reg[16]$_SDFFE_PP0P_
* Area enclosed by the die boundary at 1360000 um2
* Post-CTS setup buffer count at 0
* Area leader, netlist: sky130_fd_sc_hd__edfxtp_1
* Top logic cells by instance count in the layout: 14300 x sky130_fd_sc_hd__edfxtp_1, 7413 x sky130_fd_sc_hd__mux4_2, 2640 x sky130_fd_sc_hd__buf_4
* Number of clock sinks at 14600
* Final worst-path cycle share at 49.5%
* FP Util at 50.2%
* Die width at 1170 um
* Count of cells resized by post-cts repair at 0
* Required time of the critical path at 99.28 ns
* Hold WC Path Type: reg2reg
* R2r setup slk at 116.92 ns
* Maximum clock skew at final layout at 0.133 ns
* Total CTS buffers at 1635
* Port Buffers at 264
* Flip-flop count of the largest register, all copies and words added at 8192
* First-pass detailed-route iteration total at 16
* Clock input transition at the sequential cells of the worst setup and hold paths at 0.06 ns
* Seq share, synth at 64.2%
* Hold path start: predictor0.valid[34]$_SDFFE_PP0P_
* Top-Level Pins at 340
* Power per Cell Area at 14.7 nW/um2
* Seq cells post-synth at 14600
* Cell type of the slowest stage on the worst timing path: sky130_fd_sc_hd__a211oi_1
* Clock Path Buffers at 6
* Endpoint, Worst Hold: predictor0.valid[34]$_SDFFE_PP0P_
* Crit start category: primary input
* PnR Total Power at 0.0113 W
* Row count at 427
* Total track usage at 49.0%
* Final critical-path required period at 61.49 ns
* Area of the placeable core at 1350000 um2
* Post-route DRC at 0
* Number of logged tool warnings at 143
* Proportion of layout cells with a drive suffix above 1 at 35.6%
* Critical path capture point type: output pin
* Number of cell instances after yosys synthesis at 33800
* Critical path's most frequent cell: sky130_fd_sc_hd__buf_4
* Critical Path, Cell by Cell: buf_16 -> buf_4 -> buf_4 -> buf_4 -> buf_4 -> buf_4 -> buf_4 -> buf_4 -> mux4_2 -> a22oi_1 -> nand2_1 -> a211oi_1 -> o21ai_2 -> buf_4 -> a211oi_2 -> xnor2_1 -> nor4_1 -> nand4bb_4 -> buf_4 -> o21ai_0 -> a21oi_1 -> a211oi_2 -> buf_4 -> clkdlybuf4s50_1
* Number of global-route vias before repair at 441000
* Critical path fanouts, max at 38
* Most used flip-flop cell after synthesis: sky130_fd_sc_hd__edfxtp_1
* Routed wire per std cell at 52.4 um
* Vias after detailed routing at 407000
* Antenna Nets Post-Route at 1
* Worst stage delay on the critical path at 1.26 ns
* Async set-reset flop share out of synthesis at 0%
==> synth_stat cells, types with 66 or more instances <==
| master | number |
|---|---|
| sky130_fd_sc_hd__a211oi_1 | 131 |
| sky130_fd_sc_hd__a21oi_1 | 640 |
| sky130_fd_sc_hd__a221o_1 | 136 |
| sky130_fd_sc_hd__a221oi_1 | 234 |
| sky130_fd_sc_hd__a22o_1 | 99 |
| sky130_fd_sc_hd__a22oi_1 | 398 |
| sky130_fd_sc_hd__a31oi_1 | 117 |
| sky130_fd_sc_hd__and3_1 | 153 |
| sky130_fd_sc_hd__buf_1 | 317 |
| sky130_fd_sc_hd__buf_2 | 581 |
| sky130_fd_sc_hd__buf_4 | 262 |
| sky130_fd_sc_hd__buf_6 | 275 |
| sky130_fd_sc_hd__clkbuf_1 | 1257 |
| sky130_fd_sc_hd__dfxtp_1 | 291 |
| sky130_fd_sc_hd__edfxtp_1 | 14300 |
| sky130_fd_sc_hd__mux2_2 | 143 |
| sky130_fd_sc_hd__mux2i_1 | 1751 |
| sky130_fd_sc_hd__mux4_2 | 7413 |
| sky130_fd_sc_hd__nand2_1 | 1374 |
| sky130_fd_sc_hd__nand3_1 | 324 |
| sky130_fd_sc_hd__nor2_1 | 1073 |
| sky130_fd_sc_hd__nor3_1 | 98 |
| sky130_fd_sc_hd__nor4_1 | 72 |
| sky130_fd_sc_hd__o211ai_1 | 115 |
| sky130_fd_sc_hd__o21ai_0 | 423 |
| sky130_fd_sc_hd__o221ai_1 | 243 |
| sky130_fd_sc_hd__o22ai_1 | 515 |
| sky130_fd_sc_hd__xnor2_1 | 66 |
==> where the power goes <==
group	leakage (nW)	internal, W	switching, W
combinational	86.6	0.000358	0.000722
sequential	131	0.00542	0.00000134
clock	25.1	0.00276	0.00200
==> through the flow <==
step	hold slack [ns]	cells	area [um2]	worst slack (ns)	util [%]
detailed placement	0.457	52000	714000	62.60	52.8
global placement	0.458	51900	714000	62.18	52.7
finish	0.473	56200	769000	62.61	56.8
floorplan	0.437	33800	680000	70.18	-
CTS	0.474	54800	765000	62.56	56.5
global route	0.499	55700	767000	62.16	56.7
==> layout make-up <==
class                   instances  area [um2]  share of cell area, %
diodes                       1329        3330                  0.433
clock inverters               904        8290                   1.08
multi-input cells           16300      231000                   30.0
clock buffers                1983       42900                   5.58
flip-flops and latches      14600      436000                   56.8
inverters                      37         198                 0.0257
repair buffers               2978       24300                   3.16
well taps                   18000       22500                   2.93
==> critical path, delay by kind of cell <==
family          cells  cell delay (ns)
simple gates        3             1.49
buf+inv            12             5.87
xor+xnor            1             0.24
mux                 1             0.41
compound gates      7             3.42
==> worst max-delay path by stage <==
stage,from,depth (start not counted),to
4_1_cts,pc[2],25,fetch_target[25]
5_1_grt,pc[2],25,fetch_target[25]
6_report,pc[3],24,fetch_target[5]
==> logic make-up (layout without fill, tap and decap cells) <==
logic type	Yosys count	in the layout	synth area share [%]
simple gates	3423	3423	2.22
flops	14600	14600	64.2
buf+inv	2844	5902	2.32
xor+xnor	88	88	0.113
mux	9393	9393	27.7
compound gates	3380	3380	3.45
other cells	0	1329	0
fa+ha+maj	8	8	0.0147
==> metal layers <==
layer | part of all wire, % | track usage (%) | routed length, um
met5 | 1.3 | 25.2 | 37200
met4 | 9.0 | 32.3 | 264000
met1 | 24 | 48.5 | 718000
met3 | 23 | 47.6 | 681000
met2 | 42 | 60.6 | 1240000
Power is estimated from default activity; no workload was simulated.
